### flow/config.mk
export PLATFORM = sky130hd
export DESIGN_NAME = proc
export DESIGN_NICKNAME = proc
export VERILOG_FILES = /design/flow/design.v
export SDC_FILE = /design/flow/constraint.sdc
export NUM_CORES = 4
export LEC_CHECK = 1
export CORE_UTILIZATION = 30
### flow/constraint.sdc
current_design proc

set clk_period 14.1
set clk_io_pct 0.2

create_clock -name clk0 -period $clk_period [get_ports {Clock}]

set non_clock_inputs [all_inputs -no_clocks]
set_input_delay [expr $clk_period * $clk_io_pct] -clock clk0 $non_clock_inputs
set_output_delay [expr $clk_period * $clk_io_pct] -clock clk0 [all_outputs]
### flow/design.v
module processor (SW, LEDR, KEY, LEDG, CLOCK_50, HEX0, HEX1, HEX2, HEX3, HEX4, HEX5, HEX6);
	input [2:0] KEY;
	input [17:0] SW;
	output [17:0] LEDR;
	output [4:0] LEDG;
	input CLOCK_50;
	wire [15:0] R0, R1, R2, R3, R4, R5, R6, R7, G, A;
	wire [15:0] addr, data_out, din;
	output [6:0] HEX0, HEX1, HEX2, HEX3, HEX4, HEX5, HEX6;
	wire [8:0] IR;
	process myp (CLOCK_50, KEY[0], SW[17], LEDR[17], SW[15:0], HEX0, HEX1, HEX2, HEX3, HEX4, HEX5, HEX6, LEDR[15:0], LEDG[2:0], R0, R1, R2, R3, R4, R5, R6, R7, G, A, addr, data_out, din, IR);
endmodule
module process (Clock, Resetn, Run, Done, sws, HEX0, HEX1, HEX2, HEX3, HEX4, HEX5, HEX6, bus, Tstep_Q, R0, R1, R2, R3, R4, R5, R6, R7, G, A, addr, data_out, din, IR);
	input Clock, Resetn, Run;
	output Done;
	output [15:0] addr, data_out, din;
	input [15:0] sws;
	wire mem_wr_en, led_en, write, seg_en, port_en;
	output [6:0] HEX0, HEX1, HEX2, HEX3, HEX4, HEX5, HEX6;
	output [15:0] bus;
	wire [15:0] led_out;
	output [2:0] Tstep_Q;
	output [15:0] R0, R1, R2, R3, R4, R5, R6, R7, G, A;
	wire [15:0] portn_out, mem_out;
	output [8:0] IR;
	wram myRam(
		.address(addr[11:0]),
		.clock(Clock),
		.data(data_out),
		.wren(mem_wr_en),
		.q(mem_out)
	);
	chipselect cs(addr[15:12], write, mem_wr_en, led_en, seg_en, port_en, din, portn_out, mem_out);
	port_n switches(sws, Clock, portn_out);
	seg7_scroll  seg7(seg_en, data_out[6:0], addr[2:0], HEX0, HEX1, HEX2, HEX3, HEX4, HEX5, HEX6, Clock);
	regn reg_0 (data_out, led_en, Clock, led_out);
	proc p (din, Resetn, Clock, Run, Done, write, data_out, addr, bus, Tstep_Q, R0, R1, R2, R3, R4, R5, R6, R7, G, A, IR);
endmodule
module proc (DIN, Resetn, Clock, Run, Done, W, DOUT, ADDR, BusWires, Tstep_Q, R0, R1, R2, R3, R4, R5, R6, R7, G, A, IR);
    input [15:0] DIN;
    input Resetn, Clock, Run;
    output Done, W;
	 output [15:0] ADDR, DOUT;
	 output [15:0] BusWires;
    output [8:0] IR;
    wire [2:0] opcode, RX, RY;
    assign opcode = IR[8:6];
    assign RX = IR[5:3];
    assign RY = IR[2:0];
    output [15:0] R0, R1, R2, R3, R4, R5, R6, R7, G, A;
    wire [15:0] AddSubOut;
    reg Done;
    wire [7:0] Rin;
    wire [7:0] Rout;
    reg [2:0] ERin, ERout;
    reg IRin, Enable_in, Enable_out, DINout, Ain, Gin, Gout, ADDRin, DOUTin, AddSub, Clear, W_D, incr_PC; 
    output [2:0] Tstep_Q;
    wire G_ne_0;
	parameter [2:0]	T0 = 3'b000, 
							T1 = 3'b001, 
							T2 = 3'b010, 
							T3 = 3'b011,
							T4 = 3'b100,
							T5 = 3'b101,
							T6 = 3'b110,
							T7 = 3'b111;
	parameter [2:0]	mv = 3'b000, 
							mvi = 3'b001, 
							add = 3'b010, 
							sub = 3'b011,
							ld  = 3'b100,
							st  = 3'b101,
							mvnz = 3'b110;
	parameter [2:0] reg7 = 3'b111;
	upcount #(3) Tstep (Clear, Clock, Tstep_Q);
	dec3to8 EnableRin(ERin, Enable_in, Rin);
	dec3to8 EnableRout(ERout, Enable_out, Rout);
	regn reg_0 (BusWires, Rin[0], Clock, R0);
	regn reg_1 (BusWires, Rin[1], Clock, R1);
	regn reg_2 (BusWires, Rin[2], Clock, R2);
	regn reg_3 (BusWires, Rin[3], Clock, R3);
	regn reg_4 (BusWires, Rin[4], Clock, R4);
	regn reg_5 (BusWires, Rin[5], Clock, R5);
	regn reg_6 (BusWires, Rin[6], Clock, R6);
	regn reg_A (BusWires, Ain, Clock, A);
	regn reg_G (AddSubOut, Gin, Clock, G);
	regn #(9) reg_IR (DIN[15:7], IRin, Clock, IR);
	regn #(1) reg_W (W_D, 1, Clock, W);
	regn reg_ADDR (BusWires, ADDRin, Clock, ADDR);
	regn reg_DOUT (BusWires, DOUTin, Clock, DOUT);
	alu AddSubALU (AddSub, A, BusWires, AddSubOut);
	megamux Multiplexers ({DINout, Rout[7:0], Gout}, DIN, R7, R6, R5, R4, R3, R2, R1, R0, G, BusWires);
	not_equal_0 G_not_0(G, G_ne_0);
	Program_Counter PC(1, BusWires, incr_PC, Rin[7], Clock, R7);
	always@(*) begin
		IRin = 0;
		Enable_in = 0;
		Enable_out = 0;
		Done = 0;
		DINout = 0;
		Ain = 0;
		Gin = 0;
		Gout = 0;
		AddSub = 0;
		Clear = 0;
		ERin = 0;
		ERout = 0;
		ADDRin = 0;
		DOUTin = 0;
		W_D = 0;
		incr_PC = 0;
		case(Tstep_Q)
			T0: begin
					ERout = reg7;
					Enable_out = 1;
					ADDRin = 1;
					if(~Run)		Clear = 1;
				end
			T1: begin	
					incr_PC = 1;
				end
			T2: begin
					IRin = 1;
				end
			T3: begin
					case(opcode)
						mv: 	begin
									ERout = RY;
									ERin = RX;
									Enable_in = 1;
									Enable_out = 1;
									Done = 1;
									Clear = 1;
								end
						mvi: 	begin
									ERout = reg7;
									Enable_out = 1;
									ADDRin = 1;
								end
						add:	begin
									ERout = RX;
									Enable_out = 1;
									Ain = 1;
								end
						sub: 	begin
									ERout = RX;
									Enable_out = 1;
									Ain = 1;
								end
						ld:	begin
									ERout = RY;
									Enable_out = 1;
									ADDRin = 1;
								end
						st:	begin
									ERout = RX;
									Enable_out = 1;
									DOUTin = 1;
								end
						mvnz:	begin
									if(G_ne_0) begin
										ERout = RY;
										ERin = RX;
										Enable_in = 1;
										Enable_out = 1;
									end
									Done = 1;
									Clear = 1;
								end
						default:	;
					endcase
				end
			T4: 	begin
						case(opcode)
							mvi: 	begin
										incr_PC = 1;
									end
							add: 	begin
										ERout = RY;
										Enable_out = 1;
										Gin = 1;
									end
							sub: 	begin
										ERout = RY;
										Enable_out = 1;
										Gin = 1;
										AddSub = 1;
									end
							st:	begin
										ERout = RY;
										Enable_out = 1;
										ADDRin = 1;
										W_D = 1;
									end
							default: ;
						endcase
					end
			T5: 	begin
						case(opcode)
							mvi: 	begin
										DINout = 1;
										ERin = RX;
										Enable_in = 1;
									end
							add: 	begin
										Gout = 1;
										ERin = RX;
										Enable_in = 1;
									end
							sub: 	begin
										Gout = 1;
										ERin = RX;
										Enable_in = 1;
									end
							ld: 	begin
										DINout = 1;
										ERin = RX;
										Enable_in = 1;
									end
							default: ;
						endcase
						Done = 1;
						Clear = 1;
					end
			default:	;
		endcase
	end
endmodule
module not_equal_0(D, Din_ne_0);
	input [15:0] D;
	output Din_ne_0;
	assign Din_ne_0 = (D != 0);
endmodule
module Program_Counter(Resetn, D, incr_PC, R7in, Clock, Q);
	input Resetn, Clock, incr_PC, R7in;
	input [15:0] D;
	output reg [15:0] Q;
	always @(posedge Clock)
		if (~Resetn)
			Q <= 0;
		else if(incr_PC)
			Q <= Q + 1'b1;
		else if(R7in)
			Q <= D;
endmodule
module upcount(Clear, Clock, Q);
	parameter n = 3;
	input Clear, Clock;
	output [n-1:0] Q;
	reg [n-1:0] Q;
	always @(posedge Clock)
		if (Clear)
			Q <= 0;
		else
			Q <= Q + 1;
endmodule
module dec3to8(W, En, Y);
	input [2:0] W;
	input En;
	output [7:0] Y;
	reg [7:0] Y;
	always @(W or En) begin
		if (En == 1)
			case(W)
				3'b111: Y = 8'b10000000;
				3'b110: Y = 8'b01000000;
				3'b101: Y = 8'b00100000;
				3'b100: Y = 8'b00010000;
				3'b011: Y = 8'b00001000;
				3'b010: Y = 8'b00000100;
				3'b001: Y = 8'b00000010;
				3'b000: Y = 8'b00000001;
			endcase
		else
			Y = 8'b00000000;
	end
endmodule
module regn(R, Rin, Clock, Q);
	parameter n = 16;
	input [n-1:0] R;
	input Rin, Clock;
	output [n-1:0] Q;
	reg [n-1:0] Q;
	always @(posedge Clock)
		if (Rin)
			Q <= R;
endmodule
module megamux(Select, IN1, IN2, IN3, IN4, IN5, IN6, IN7, IN8, IN9, IN10, OUT);
	parameter n = 16;
	input [9:0] Select;
	input [n-1:0] IN1, IN2, IN3, IN4, IN5, IN6, IN7, IN8, IN9, IN10;
	output [n-1:0] OUT;
	reg [n-1:0] OUT = 'b0;
	always @(*) begin
		OUT = IN1;
		case (Select)
			10'b0000000001: OUT = IN10;
			10'b0000000010: OUT = IN9;
			10'b0000000100: OUT = IN8;
			10'b0000001000: OUT = IN7;
			10'b0000010000: OUT = IN6;
			10'b0000100000: OUT = IN5;
			10'b0001000000: OUT = IN4;
			10'b0010000000: OUT = IN3;
			10'b0100000000: OUT = IN2;
			10'b1000000000: OUT = IN1;
			default:	;
		endcase
	end
endmodule
module alu(OP, IN1, IN2, OUT);
	parameter n = 16;
	input OP;
	input [n-1:0] IN1, IN2;
	output [n-1:0] OUT;
	reg [n-1:0] OUT;
	always @(*) begin
		case (OP)
			1'b0: OUT = IN1 + IN2;
			1'b1: OUT = IN1 - IN2;
		endcase
	end
endmodule
module chipselect (A, write, mem_wr_en, led_en, seg_en, port_en, din, portn_out, mem_out);
	input [3:0] A;
	input write;
	output mem_wr_en, led_en, seg_en, port_en;
	input [15:0] portn_out, mem_out;
	output [15:0] din;
	assign mem_wr_en	 = (~(A[3] | A[2] | A[1] | A[0])) & write;
	assign led_en		 = (~(A[3] | A[2] | A[1] | ~A[0])) & write;
	assign seg_en		 = (~(A[3] | A[2] | ~A[1] | A[0])) & ~write;
	assign port_en		 = (~(A[3] | ~A[2] | A[1] | A[0])) & ~write;
	assign din = (port_en)?portn_out:mem_out;
endmodule
module port_n (SW, Clock, swout);
	input [15:0] SW;
	output [15:0] swout;
	input Clock;
	regn reg_sw(SW, 1, Clock, swout);
endmodule
module seg7_scroll (En, Data, Select, HEX0, HEX1, HEX2, HEX3, HEX4, HEX5, HEX6, Clock);
	input [6:0] Data;
	input [2:0] Select;
	output reg [6:0] HEX0, HEX1, HEX2, HEX3, HEX4, HEX5, HEX6;
	input En, Clock;
	always@(posedge Clock) begin
		if(En) begin
			case(Select)
				3'b000: HEX0 <= Data;
				3'b001: HEX1 <= Data;
				3'b010: HEX2 <= Data;
				3'b011: HEX3 <= Data;
				3'b100: HEX4 <= Data;
				3'b101: HEX5 <= Data;
				3'b110: HEX6 <= Data;
				default: ;
			endcase
		end
	end
endmodule	
### flow/run.sh
#!/bin/bash
# OpenROAD 26Q1-2900-gdf79404cd8, Yosys 0.63+post, stock flow scripts
make -C /OpenROAD-flow-scripts/flow DESIGN_CONFIG=/design/flow/config.mk WORK_HOME=/design/flow/orfs finish
==> reports/metrics.csv <==
stage,metric,value,unit
detailed_routing,Post-route DRC,0,
layout,fin area,13500,um2
worst_hold_path,hold wc startpoint,Tstep.Q[0]$_SDFF_PP0_,
final_timing,Rel. slew slack,0.287,
synthesis,Post-Syn Instances,729,
synthesis,asr flop ratio synth,0,
synthesis,"Cell Area, Synth",9600,um2
placement,Port Buffer Count,239,
detailed_routing,DRT antenna net count,0,
cts,TritonCTS clock tree,yes,
synthesis,Post-synth top cells,"edfxtp_1 (201), nor2_1 (54), nand2_1 (43)",
job,max_cap viols,0,
floorplanning,die area,32700,um2
synthesis,YS warnings,11,
final_timing,RSZ-0062 raised after global routing,no,
placement,GP Congestion,0.933,
cts,post-CTS sizing,0,
cts,Hold Buf Count CTS,0,
final_timing,Setup WS post-layout,5.87,ns
final_timing,Final Cycle Share,0.583,
setup_path,Critical Path Fanout Max,13,
final_timing,Slew Limit Fails,0,
placement,DP HPWL,25300,um
cts,Clock Path Buffers,3,
setup_path,CP endpoint kind,output port,
detailed_routing,drt pass-1 iters,5,
synthesis,YS chip area,9600,um2
detailed_routing,Vias,7450,
global_route,GRT overflow,0,
placement,DP Area,12600,um2
power,Leak,4.69,nW
synthesis,"area leader, netlist",edfxtp_1,
synthesis,biggest area cells,"edfxtp_1 (63%), ha_1 (2.9%), xnor2_1 (2.2%)",
floorplanning,Pre-Place Util,0.304,
synthesis,most frequently used flop master after synthesis,edfxtp_1,
cts,H-tree depth,1,
power,power per cell area,288,nW/um2
detailed_routing,Vias/cell,5.27,
cts,clock slew at reported path FFs,0.06,ns
worst_hold_path,Hold WC Path Type,reg2reg,
synthesis,Seq cells post-synth,205,
floorplanning,core region area,31600,um2
global_route,vias in the first global route,7391,
global_route,Tot GR Track Use,0.226,
outcome,status,completed,
cts,Root Buffer,clkbuf_16,
synthesis,most common cell in the synthesized netlist,edfxtp_1,
synthesis,synth unique cells,80,
synthesis,flip-flops with a built-in enable,201,
cts,"Setup Fix Bufs, Post-CTS",0,
cts,Num Clock Sinks,205,
layout,Area Overhead vs Synth,40.3,%
final_timing,Final Hold Vio Count,0,
setup_path,Setup crit start kind,input port,
final_timing,Clock Skews,0.00858,ns
job,tool warning count,29,
cts,CTS buffer count,24,
floorplanning,boundary pin count,241,
power,total power,0.00388,W
setup_path,Critical path origin,DIN[10],
placement,setup slack at placement,5.93,ns
final_timing,# setup viols final,0,
detailed_routing,starting DRC count in detailed routing,500,
final_timing,fin crit period,8.23,ns
final_timing,FMAX,122,MHz
global_route,first-pass GRT wire length,50000,um
setup_path,critical path type,in2out,
floorplanning,Site Rows,65,
power,Peak VDD IR,0.000170,V
detailed_routing,final WL,35100,um
floorplanning,chip height,181,um
setup_path,WP data arrival,5.41,ns
detailed_routing,Avg WL per Cell,24.9,um
synthesis,Syn Area/Cell,13.2,um2
setup_path,reg2reg start,Tstep.Q[2]$_SDFF_PP0_,
final_timing,Fin Hold WS,0.496,ns
setup_path,Required @ worst endpoint,11.28,ns
synthesis,"Seq share, synth",0.637,
synthesis,Max-area cell share,0.629,
floorplanning,Die X,181,um
final_timing,worst-margin pin slew,1.07,ns
cts,clk ins delay skew pair,0.53,ns
synthesis,yosys cell count,729,
global_route,largest net degree at the start of global routing,34,
layout,share of layout cells above drive strength 1,0.102,
final_timing,Setup TNS,0,ns
global_route,antenna violations before repair,0,
[layer usage]
layer	global-route usage	part of all wire	vias up	wire, um
met5	0.00889	0.0011	-	39
met4	0.0715	0.039	2	1350
met3	0.0901	0.11	70	3690
met2	0.344	0.46	362	16200
met1	0.306	0.39	3643	13900
li1	-	-	3373	-
[through the flow]
stage,instances,util
6_report,1413,0.427
5_1_grt,1412,0.427
4_1_cts,1412,0.427
3_5_place_dp,1369,0.400
3_3_place_gp,1369,0.400
2_1_floorplan,729,-
[cells in the final DEF, fill, tap and decap left out, types with 6 or more instances in the layout]
master | Yosys | routed
a22o_1 | 8 | 8
nand3_1 | 23 | 23
nor2_1 | 54 | 53
nand2_1 | 43 | 43
nand2b_1 | 6 | 6
nor2b_1 | 7 | 7
ha_1 | 22 | 22
xnor2_1 | 24 | 24
clkinv_2 | 0 | 6
o22ai_1 | 8 | 8
o21ai_0 | 30 | 29
a31oi_1 | 12 | 12
a21o_1 | 6 | 6
xor2_1 | 12 | 12
edfxtp_1 | 201 | 201
clkdlybuf4s50_1 | 0 | 239
a22oi_1 | 24 | 24
a32oi_1 | 16 | 16
a21oi_1 | 38 | 37
a21boi_0 | 8 | 8
clkbuf_16 | 0 | 24
buf_4 | 2 | 32
and3_1 | 7 | 7
inv_1 | 39 | 39
[layout make-up]
class,count,area [um2]
Tap cell,402,503
Clock buffer,27,612
Fill cell,2896,18100
Sequential cell,205,6120
Clock inverter,16,220
Inverter,40,150
Antenna cell,1,2.50
Multi-Input combinational cell,451,3230
Timing Repair Buffer,271,2630
[final timing paths]
kind / endpoint / slack [ns] / depth (start not counted)
setup / recovery: BusWires[10] / 5.87 / 6
setup reg to reg: reg_G.Q[14]$_DFFE_PP_ / 7.31 / 24
hold / removal: Tstep.Q[0]$_SDFF_PP0_ / 0.50 / 1
hold reg to reg: Tstep.Q[0]$_SDFF_PP0_ / 0.50 / 1
[power breakdown]
| part | switching [W] | leakage, nW | total [W] | internal, W |
|---|---|---|---|---|
| clock | 0.000251 | 0.408 | 0.000655 | 0.000404 |
| sequential | 0.000100 | 1.86 | 0.00114 | 0.00104 |
| combinational | 0.00126 | 2.42 | 0.00208 | 0.000828 |
[worst max-delay path, cell delays in order]
cell,delay [ns]
clkdlybuf4s50_1,0.52
a22oi_1,0.35
o21ai_0,0.14
a211oi_1,0.57
inv_1,0.48
clkdlybuf4s50_1,0.52
[kinds of logic after synthesis]
logic type	share of synthesized area
AND-OR/OR-AND	0.165
flip-flops	0.637
AND/OR/NAND/NOR	0.0977
buffers and inverters	0.0322
XOR/XNOR	0.0352
adder cells (fa/ha/maj)	0.0308
multiplexers	0.00209
Power and IR drop assume default switching activity.
